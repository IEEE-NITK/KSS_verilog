## /design/flow/config.mk

```make
export PLATFORM = sky130hd
export DESIGN_NAME = top_module
export DESIGN_NICKNAME = top_module
export VERILOG_FILES = /design/flow/design.v
export SDC_FILE = /design/flow/constraint.sdc
export NUM_CORES = 4
export LEC_CHECK = 1
export CORE_AREA = 10 10 70 70
export DIE_AREA = 0 0 80 80
```

## /design/flow/design.v

```verilog
module current_state_logic(input clk,
                           input rst_n,
						   input [1:0] next_state,
						   output reg [1:0] current_state);
always @(posedge(clk))
begin
	if(rst_n == 1'b0)
		current_state<=2'b00;
	else
		current_state<=next_state;
end
endmodule
module next_state_logic(input In,
                  input [1:0] current_state,
				  output reg [1:0] next_state);
always @(In,current_state)
begin
	case(current_state)
		2'b00 : if(In==1'b0)
					next_state<=2'b01;
				else
					next_state<=2'b10;
		2'b01 : if(In==1'b0)
					next_state<=2'b10;
				else
					next_state<=2'b11;
		2'b10 : if(In==1'b0)
					next_state<=2'b01;
				else
					next_state<=2'b10;
		2'b11 : if(In==1'b0)
					next_state<=2'b10;
				else
					next_state<=2'b11;
		default : next_state<=2'b00;
	endcase
end
endmodule
module output_logic(input [1:0]current_state,
					output reg candy,
					output reg money_ret);
always @(current_state)
begin
	case(current_state)
		2'b00 : 
		begin
				candy<=1'b0;
		        money_ret<=1'b0;
		end
		2'b01 : 
		begin
				candy<=1'b0;
		        money_ret<=1'b1;
		end
		2'b10 : 
		begin
				candy<=1'b1;
		        money_ret<=1'b0;
		end
		2'b11 : 
		begin
				candy<=1'b1;
		        money_ret<=1'b1;
		end
		default : 
		begin
				candy<=1'b0;
		        money_ret<=1'b0;
		end
	endcase
end
endmodule
module top_module(input clk,
				  input rst_n,
				  input In,
				  output candy,
				  output money_ret);
wire [1:0]current_state;
wire [1:0]next_state;
	next_state_logic u_next_state_logic(.In(In),
	                                    .current_state(current_state),
										.next_state(next_state));
	current_state_logic u_current_state_logic(.clk(clk),
	                                          .rst_n(rst_n),
											  .next_state(next_state),
											  .current_state(current_state));
	output_logic u_output_logic(.current_state(current_state),
	                            .candy(candy),
								.money_ret(money_ret));
endmodule
```

## /design/flow/constraint.sdc

```tcl
current_design top_module

set clk_period 1.0
set clk_io_pct 0.2

create_clock -name clk0 -period $clk_period [get_ports {clk}]

set non_clock_inputs [all_inputs -no_clocks]
set_input_delay [expr $clk_period * $clk_io_pct] -clock clk0 $non_clock_inputs
set_output_delay [expr $clk_period * $clk_io_pct] -clock clk0 [all_outputs]
```

## /design/flow/run.sh

```bash
#!/bin/bash
# OpenROAD 26Q1-2900-gdf79404cd8, Yosys 0.63+post, stock flow scripts
make -C /OpenROAD-flow-scripts/flow DESIGN_CONFIG=/design/flow/config.mk WORK_HOME=/design/flow/orfs finish
```

==> changes_impl.md <==
## Implementation

- Hold Path Depth: 1
- Core area: 3416 um2
- GP Congestion: 0.6547
- MUX area fraction: 0%
- Basic Gates by Area: 24.58%
- Die W: 80 um
- Hold Path Sink: u_current_state_logic.current_state[1]
- Max-Cap Viols: 0
- Tool warnings: 27
- Total CTS buffers: 3
- Largest regs: u_current_state_logic.current_state x4
- Clk slew on worst S/H paths: 40 ps
- Post-synthesis cell count from yosys: 14
- Vias: 121
- Register bit total from synthesis: 4
- Final worst slack: -65.55 ps
- Most frequent cells in the layout: clkbuf_4, dfxtp_2
- Yosys chip area: 147.6 um2
- Drt wl/cell: 5.174 um
- Seq share, synth: 54.24%
- Setup violations, final: 1
- Synth Area in XOR/XNOR: 0%
- DRT Wirelength: 357 um
- YS warnings: 3
- HP Start: u_current_state_logic.current_state[0]
- Diodes inserted: 0
- Final hold slack: 480.2 ps
- Slew margin rel.: 86.27%
- DRC: 0
- Reg2reg start: u_current_state_logic.current_state[1]
- CP max FO: 2
- Crit path DRT: 800 ps
- FMAX: 938.5 MHz
- Layout cells sized above 1: 52.17%
- Clock Sinks: 4
- Initial DRC Count: 5
- CP Launch Type: flip-flop
- Main logic family after synthesis: simple AND/OR/NAND/NOR gates
- Drt pass-1 iters: 2
- Internal reg-to-reg setup slack: 160 ps
- RSZ-0062 raised after global routing: true
- Slew Limit Fails: 0
- Clock Tree Buf Depth: 2
- Avg Cell Area, Syn: 10.55 um2
- Adder-Cell Fraction of Synth Area: 0%
- First-pass GRT wire length: 586 um
- TritonCTS clock tree: done
- Largest net degree at the start of global routing: 5
- Antenna-violating nets left: 0
- Worst hold path type: flip-flop to flip-flop
- Die H: 80 um
- Maximum VDD drop: 0.2169 mV
- Biggest register: u_current_state_logic.current_state
- CTS H-tree lvls: 1
- CP bufs+invs: 1
- CP max stage cell: dfxtp_2
- Rows: 21
- Status: finished with violations
- Hold buffers post-CTS: 0
- Crit path time final: 1066 ps
- Worst Tran Pin Value: 203.7 ps
- Top delay family on crit path: flip-flops
- Reg area: 83.83 um2
- Kind of critical path: flip-flop to output port
- Total chip power: 409.0 uW
- Cell Pwr Density: 1479 nW/um2
- Post-Syn Area: 147.6 um2
- Violated checks: setup timing
- Post-Syn Instances: 14
- CTS Root Cell: clkbuf_4
- WP data arrival: 870 ps
- Placed Cells: 66
- Antenna violations before repair: 0
- Grt ovf: 0
- Final Cycle Share: 106.6%
- Port bufs: 4
- Largest register FFs: 4
- Layout fillers: 407
- Synth Area in Compound Gates: 16.10%
- Worst Clk Skew: 1.144 ps
- Setup_tns: -65.55 ps
- Vias in the first global route: 130
- Final hold viol count: 0
- Distinct lib cells used: 9
- Area after DPL: 260.3 um2
- Crit-path cells: or2_1 > buf_2
- Synth-to-layout area growth: 87.29%
- DR vias/cell: 1.754
- Worst setup EP type: output port
- Combinational gate area: 60.06 um2
- Worst r2r path cells: 3
- Post-route cell area: 276.5 um2
- Leakage: 0.0001168 uW
- Die area: 6400 um2
- Final std cells w/o fill: 69
- Clock Latency Late Sink: 230 ps
- Floorplan utilization: 4.322%
- IO Pins: 5
- GR Util All Layers: 1.343%
- CP peak stage delay: 310 ps
- FF-to-FF End: u_current_state_logic.current_state[1]
==> area by class of cell <==
class | count | area share, %
clock buffer | 3 | 8.145
inverter | 2 | 2.715
multi-input combinational | 8 | 21.72
sequential | 4 | 30.32
tap | 46 | 20.81
timing repair buffer | 6 | 16.29
==> synthesized netlist by cell type <==
master	count	area (um2)
nor2_2	1	6.260
nor2_1	2	7.510
dfxtp_1	4	80.08
or2_1	1	6.260
o211ai_1	1	7.510
o41ai_2	1	16.27
nand2b_1	1	6.260
inv_1	2	7.510
and4b_1	1	10.01
==> cells by family after synthesis <==
| group | count (synthesis) |
|---|---|
| and+or+nand+nor | 6 |
| DFF | 4 |
| AOI/OAI and AO/OA | 2 |
| buffers and inverters | 2 |
==> power by group <==
part           internal (uW)  switching (uW)  total [uW]
clock network            134            62.9         197
logic                   24.2            15.1        39.3
registers                169            4.10         173
total                    327            82.1         409
==> worst reg2reg max path: stages, from the launching register on <==
cell and delay, ps:
dfxtp_2 310, buf_4 130, o211ai_1 190, o41ai_2 90
==> timing repair <==
item                                    CTS  global route
hold endpoints to repair                  0             0
endpoints found under the setup margin    2             2
resized                                   8             1
buffers inserted                          0             0
pin swaps                                 2             0
==> per-layer routing <==
layer	GRT usage, %	share of wire [%]	up-vias
met2	1.043	27	6
met5	0	0	-
li1	-	-	66
met3	2.386	23	0
met1	1.594	50	49
met4	0	0	0
==> stage by stage <==
step / setup slack [ps] / utilization (%)
floorplan: 265.9 / -
global placement: -127.9 / 7.619
detailed placement: -134.6 / 7.619
CTS: -78.36 / 8.059
global route: -122.7 / 8.095
finish: -65.55 / 8.095
==> how the worst max path moves through the flow <==
| stage | startpoint | to | slack, ps | depth (start not counted) |
|---|---|---|---|---|
| finish | u_current_state_logic.current_state[1] | candy | -70 | 2 |
| global route | u_current_state_logic.current_state[1] | candy | -120 | 2 |
| CTS | u_current_state_logic.current_state[1] | candy | -80 | 2 |
No activity file was given, so power comes from the tool's default toggle rates.
